File: /design/flow/run.sh
#!/bin/bash
# OpenROAD 26Q1-2900-gdf79404cd8, Yosys 0.63+post, stock flow scripts
make -C /OpenROAD-flow-scripts/flow DESIGN_CONFIG=/design/flow/config.mk WORK_HOME=/design/flow/orfs finish
File: /design/flow/config.mk
export PLATFORM = sky130hd
export DESIGN_NAME = AWBled
export DESIGN_NICKNAME = AWBled
export VERILOG_FILES = /design/flow/design.v
export SDC_FILE = /design/flow/constraint.sdc
export NUM_CORES = 4
export LEC_CHECK = 1
export CORE_UTILIZATION = 30
File: /design/flow/constraint.sdc
current_design AWBled

set clk_period 4.5
set clk_io_pct 0.2

create_clock -name clk0 -period $clk_period [get_ports {clk}]

set non_clock_inputs [all_inputs -no_clocks]
set_input_delay [expr $clk_period * $clk_io_pct] -clock clk0 $non_clock_inputs
set_output_delay [expr $clk_period * $clk_io_pct] -clock clk0 [all_outputs]
File: /design/flow/design.v
module AWBled(
    input clk,
    input rst_n,
    input key_in,
    output beep,
    output led
);
reg enable;
wire isPress;
always @(posedge clk or negedge rst_n) begin
    if(!rst_n)
        enable <= 1'b0;
    else begin
        if(isPress)
            enable <= ~enable;
        else
            enable <= enable;
    end
end
alarm i1 (
	.beep(beep),
	.clk(clk),
	.rst_n(rst_n),
    .enable(enable)
);
breath_led i2 (
	.clk(clk),
	.pwm(led),
	.rst_n(rst_n),
    .enable(enable)
);
key_filter i3 (
	.clk(clk),
	.key_in(key_in),
	.rst_n(rst_n),
    .isPress(isPress)
);
endmodule
module alarm (
    input clk,
    input rst_n,
    input enable,
    output reg beep
);
    reg [27:0] tone;
    reg [6:0] ramp;
    wire [14:0] clkdriver;
    reg [14:0] cnt;
    always @(posedge clk or negedge rst_n) begin
        if(!rst_n)
            tone <= 28'b0;
        else begin
            if(tone == 28'h FFFFFFF)
                tone <= 28'b0;
            else
                if(enable) tone <= tone + 28'd1; 
                else tone <= tone;
        end
    end
    always @(posedge clk or negedge rst_n) begin
        if(!rst_n)
            ramp <= 7'b0;
        else begin
            if(tone[26] == 1)
                ramp <= tone[25:19];
            else   
                ramp <= ~tone[25:19];
        end
    end
    assign clkdriver = {2'b01,ramp,6'b000000};   
    always @(posedge clk or negedge rst_n) begin
        if(!rst_n)
            cnt <= 15'b0;
        else begin
            if(cnt == clkdriver)
                cnt <= 15'b0;
            else
                if(enable) cnt <= cnt + 15'd1;
                else cnt <= cnt;
        end
    end
    always @(posedge clk or negedge rst_n) begin
        if(!rst_n)
            beep <= 1'b0;
        else begin
            if(cnt <= (clkdriver >>> 1))
                beep <= 1'b1;
            else
                beep <= 1'b0;
        end
    end
endmodule
module breath_led (
    input clk,  
    input rst_n,
    input enable,
    output pwm
);
    reg [6:0] cnt_1;  
    reg [9:0] cnt_2;  
    reg [9:0] cnt_3;  
    reg  cnt_4;  
    reg flag;
    always @(posedge clk or negedge rst_n) begin  
        if(!rst_n)                              
            cnt_1 <= 7'b0;
        else begin
            if(cnt_1 == 66)        
                cnt_1 <= 7'b0;
            else
                if(enable) cnt_1 <= cnt_1 + 7'b1;
                else cnt_1 <= cnt_1;
        end
    end
    always @(posedge clk or negedge rst_n) begin  
        if(!rst_n)
            cnt_2 <= 10'b0;
        else begin
            if(cnt_2 == 999)        
                cnt_2 <= 10'b0;
            else begin
                if (cnt_1 == 66) begin
                    cnt_2 <= cnt_2 + 10'b1;
                end
                else cnt_2 <= cnt_2;
            end
        end
    end
    always @(posedge clk or negedge rst_n) begin  
        if(!rst_n)
            cnt_3 <= 10'b0;
        else begin
            if(cnt_3 == 999)        
                cnt_3 <= 10'b0;
            else begin
                if (cnt_2 == 999) begin
                    cnt_3 <= cnt_3 + 10'b1;
                end
                else cnt_3 <= cnt_3;
            end
        end
    end
    always @(posedge clk or negedge rst_n) begin  
        if(!rst_n)
            cnt_4 <= 1'b0;
        else begin
            if(cnt_4 == 1)        
                cnt_4 <= 1'b0;
            else begin
                if (cnt_3 == 999) begin
                    cnt_4 <= cnt_4 + 1'b1;
                end
                else cnt_4 <= cnt_4;
            end
        end
    end
    always @(posedge clk or negedge rst_n) begin  
        if(!rst_n)
            flag <= 1;
        else begin
            if(cnt_4 == 1)
                flag <= ~flag;
            else 
                flag <= flag;
        end
    end
    assign pwm = (flag)? ((cnt_2 < cnt_3)? 1'b1 : 1'b0):((cnt_2 < cnt_3)? 1'b0 : 1'b1);
endmodule
module key_filter(
    input clk,
    input rst_n,
    input key_in,
    output isPress
);
reg key_state,key_flag;
reg [3:0] state;
reg [19:0] cnt;
reg en_cnt;  
reg key_in_sa;
reg key_in_sb;
reg key_tmpa;
reg key_tmpb;
reg cnt_full;
wire pedge;
wire nedge;
parameter IDEL = 4'b0001,
          FILTER0 = 4'b0010,
          DOWN = 4'b0100,
          FILTER1 = 4'b1000;
assign isPress = (~key_state) & key_flag;
always @(posedge clk or negedge rst_n)
    if(!rst_n)begin
        key_in_sa <= 1'b0;
        key_in_sb <= 1'b0;
    end
    else begin
        key_in_sa <= key_in;
        key_in_sb <= key_in_sa;
    end
always @(posedge clk or negedge rst_n)
    if(!rst_n)begin
        key_tmpa <= 1'b0;
        key_tmpa <= 1'b0;
    end
    else begin
        key_tmpa <= key_in_sb;
        key_tmpb <= key_tmpa;
    end
assign nedge = !key_tmpa & key_tmpb;
assign pedge = key_tmpa & (!key_tmpb);
always @(posedge clk or negedge rst_n)
    if(!rst_n)begin
        en_cnt <= 1'b0;
        state <= IDEL;
        key_flag <= 1'b0;
        key_state <= 1'b1;
    end
    else begin
        case(state)
            IDEL:
                begin
                    key_flag <= 1'b0;
                    if(nedge)begin
                        state <= FILTER0;
                        en_cnt <= 1'b1;
                    end
                    else
                        state <= IDEL;
                end
            FILTER0:
                if(cnt_full)begin
                    key_flag <= 1'b1;
                    key_state <= 1'b0;
                    en_cnt <= 1'b0;
                    state <= DOWN;
                end
                else if(pedge)begin
                    state <= IDEL;
                    en_cnt <= 1'b0;
                end
                else
                    state <= FILTER0;
            DOWN:
                begin
                    key_flag <= 1'b0;
                    if(pedge)begin
                        state <= FILTER1;
                        en_cnt <= 1'b1;
                    end
                    else
                        state <= DOWN;
                end 
            FILTER1:
                if(cnt_full)begin
                    key_flag <= 1'b1;
                    key_state <= 1'b1;
                    en_cnt <= 1'b0;
                    state <= IDEL;
                end
                else if(nedge)begin
                    en_cnt <= 1'b0;
                    state <= DOWN;
                end
                else
                    state <= FILTER1;
            default:
                begin
                    state <= IDEL;
                    en_cnt <= 1'b0;
                    key_flag <= 1'b0;
                    key_state <= 1'b1;
                end
        endcase
    end
always @(posedge clk or negedge rst_n)
    if(!rst_n)
        cnt <= 20'd0;
    else if(en_cnt)
        cnt <= cnt + 1'b1;
    else
        cnt <= 20'd0;
always @(posedge clk or negedge rst_n)
    if(!rst_n)
        cnt_full <= 1'b0;
    else if(cnt == 999_999)
        cnt_full <= 1'b1;
    else
        cnt_full <= 1'b0;
endmodule
==> Implementation_results.wiki <==
== Metrics ==
{| class="wikitable"
! Metric !! Value
|-
| Number of resized instances in the post-cts repair step || 0
|-
| Number of warnings reported in the yosys synthesis log || 4
|-
| H-tree depth reported by CTS || 4
|-
| Total routed wirelength || 10030 µm
|-
| Flip-flop cell with the highest count after synthesis || sky130_fd_sc_hd__dfrtp_1
|-
| Kind of path behind the tightest hold check || register to register
|-
| Clk slew on worst S/H paths || roughly 0.05 ns
|-
| Die Area || 0.02008 mm²
|-
| Flip-flop and latch count after synthesis || 113
|-
| Count of maximum capacitance violations || 0
|-
| # hold bufs at CTS || 0
|-
| Combinational share of power || around 1%
|-
| TritonCTS sink count || 113
|-
| DRC violation total after the first TritonRoute iteration || 150
|-
| Post-placement setup slack || 1.561 ns
|-
| Total track usage || 10.95%
|-
| Number of standard-cell rows in the floorplan || 50
|-
| Register area share after synthesis || 48.45%
|-
| Power density over the cells || 356.7 mW/mm²
|-
| Worst path arrival time || 2.45 ns
|-
| Number of global-route vias before repair || 3852
|-
| Post-Synthesis Cells || approximately 590
|-
| Final weighted congestion in routability-driven placement || approximately 0.79
|-
| Async set-reset flop share out of synthesis || 99.12%
|-
| # IOs || 5
|-
| Time the worst path needs with I/O delays and setup || 3.352 ns
|-
| Initial antenna violation count || 0
|-
| Drc violations || 0
|-
| Placed cells || 838
|-
| Top post-synthesis cells by area || sky130_fd_sc_hd__dfrtp_1 (47%), sky130_fd_sc_hd__xnor2_1 (8.7%), sky130_fd_sc_hd__ha_1 (5.3%)
|-
| Drt pass-1 iters || 6
|-
| Largest fanout on the critical path || 5
|-
| Total Power || 2.413 mW
|-
| Critical path data required time || 3.60 ns
|-
| Detailed placement HPWL || 6713 µm
|-
| Peak clock frequency supported by timing || 298.3 MHz
|-
| LEAKAGE || 2.945 nW
|-
| Period utilisation layout || 74.49%
|-
| Clock Path Buffers || 2
|-
| Die Y || 141.7 µm
|-
| Average via count per standard cell || 4.671
|-
| Post-Route Skew || roughly 0.0082 ns
|-
| Clock power share || between 50% and 60%
|-
| Commonest cells in the synthesized netlist || sky130_fd_sc_hd__dfrtp_1 (109), sky130_fd_sc_hd__nor2_1 (65), sky130_fd_sc_hd__xnor2_1 (58)
|-
| Post-synthesis chip area from yosys || 0.005854 mm²
|-
| TNS Setup || 0 ns
|-
| Number of pins with negative max-slew slack in the final report || 0
|-
| Unrepaired setup endpoints after global routing || no
|-
| Cell count listed in synth_stat.txt || just under 600
|-
| Number of different library cells in the post-synthesis netlist || 54
|-
| Number of antenna diodes || 0
|-
| Log Warnings || 27
|-
| Count of flip-flops with a built-in enable after synthesis || 1
|-
| Latest clock arrival within the worst-skew pair || 0.41 ns
|-
| Layout cell share with drive strength beyond 1 || 7.705%
|-
| Switching share of total power || between 10% and 20%
|-
| Post-CTS setup buffer count || 0
|-
| Status || finished clean
|-
| GRT Residual Overflow || 0
|-
| Startpoint class of the critical path || register
|-
| PortBufs || 4
|-
| Netlist area before placement || 0.005854 mm²
|-
| Core Region || between 0.015 and 0.02 mm²
|-
| Switching power summed over all nets || roughly 470 µW
|-
| Count of placed standard cells in the final layout, fillers left out || 870
|-
| Cell internal pwr || 1.940 mW
|-
| CTS tree || yes
|-
| Pin count of the biggest net entering global routing || around 56
|-
| Die boundary width || between 100 and 150 µm
|-
| Pre-Place Util || a little under a third
|-
| IR Drop Worst-Case VDD || 0.2388 mV
|-
| Area leader share || 46.59%
|-
| Slack of the critical path || 1.148 ns
|-
| Num CTS Buffers || 17
|-
| Final setup viols || 0
|-
| Most numerous cell in the Yosys netlist || sky130_fd_sc_hd__dfrtp_1
|-
| Fraction of power consumed by sequential logic || a little over two fifths
|-
| Number of vias in the routed layout || between 4000 and 5000
|-
| Wire length per cell after detailed routing || approximately 12 µm
|-
| Clk Tree Root Cell || sky130_fd_sc_hd__clkbuf_16
|-
| Worst slew margin relative to its limit || 53.43%
|-
| Remaining antenna violation count after routing || 0
|-
| Layout area overhead || 15.54%
|-
| Synthesized area per cell || 9.939 µm²
|-
| Global-route wire length before repair || ~18000 µm
|-
| Start-to-end type of the worst setup path || register to output pin
|-
| Slew at the pin closest to its max-slew limit || roughly 0.7 ns
|-
| Crit. End Element || output pin
|-
| Yosys top cell by area || sky130_fd_sc_hd__dfrtp_1
|-
| Hold violation count in the final report || 0
|}
## layout by cell type (no fill, tap or decap), types with 6 or more instances in the layout
master and n:
sky130_fd_sc_hd__a21oi_1 13, sky130_fd_sc_hd__and2_1 17, sky130_fd_sc_hd__and3_1 11, sky130_fd_sc_hd__and4_1 6
sky130_fd_sc_hd__clkbuf_16 17, sky130_fd_sc_hd__clkinv_2 7, sky130_fd_sc_hd__dfrtp_1 109, sky130_fd_sc_hd__ha_1 25
sky130_fd_sc_hd__inv_1 31, sky130_fd_sc_hd__mux2i_1 7, sky130_fd_sc_hd__nand2_1 44, sky130_fd_sc_hd__nand3_1 31
sky130_fd_sc_hd__nand4_1 32, sky130_fd_sc_hd__nor2_1 65, sky130_fd_sc_hd__nor2b_1 7, sky130_fd_sc_hd__nor3_1 16
sky130_fd_sc_hd__nor4_1 6, sky130_fd_sc_hd__o21ai_0 15, sky130_fd_sc_hd__xnor2_1 58, sky130_fd_sc_hd__xor2_1 25
## kinds of logic (layout without fill, tap and decap cells)
group	Yosys count	after routing	synth area share, %
mux	8	8	1.389
fa+ha+maj	25	25	5.343
xor+xnor	83	83	12.42
simple gates	259	259	23.49
flops	113	113	48.45
compound gates	51	51	5.450
buf+inv	50	71	3.462
## cell type report
class                      count  area [µm²]
sequential                   113        2836
clock buffer                  19       432.9
tap                          260       325.3
inverter                      31       116.4
clock inverter                13       170.2
timing repair buffer           8       67.56
multi-input combinational    426        2815
fill                        1853       12130
## per-layer routing
layer  up-vias  share of wire (%)  global-route usage [%]
met5         -                  0                       0
met4         0                2.1                   1.924
met3        14                3.0                   2.097
met2        57                 43                   16.10
met1      1938                 52                   17.30
li1       2055                  -                       -
## worst paths after layout
check	from	end	slack (ns)	cells past startpoint
max	i2.cnt_3[7]$_DFFE_PN0P_	led	1.15	7
min	i3.key_in_sb$_DFF_PN0_	i3.key_tmpa$_DFF_PN0_	0.35	0
max reg2reg	i2.cnt_2[0]$_DFFE_PN0P_	i2.cnt_3[7]$_DFFE_PN0P_	2.11	6
min reg2reg	i3.key_in_sb$_DFF_PN0_	i3.key_tmpa$_DFF_PN0_	0.35	0
max in group asynchronous	rst_n	i1.cnt[5]$_DFFE_PN0P_	3.09	2
min in group asynchronous	rst_n	i3.cnt[14]$_DFF_PN0_	0.39	1
## critical path: stages (launching register included)
cell	delay (ns)
sky130_fd_sc_hd__dfrtp_1	0.39
sky130_fd_sc_hd__inv_1	0.06
sky130_fd_sc_hd__ha_1	0.30
sky130_fd_sc_hd__a211oi_1	0.24
sky130_fd_sc_hd__nor2_1	0.07
sky130_fd_sc_hd__nor4_1	0.35
sky130_fd_sc_hd__xnor2_1	0.16
sky130_fd_sc_hd__clkdlybuf4s50_1	0.47
## stage by stage
stage | hold WS (ns) | cell area [µm²] | util (%)
2_1_floorplan | 0.3312 | 5854 | -
3_3_place_gp | 0.3319 | 6161 | 32.61
3_5_place_dp | 0.3370 | 6161 | 32.61
4_1_cts | 0.3488 | 6764 | 35.80
5_1_grt | 0.3510 | 6764 | 35.80
6_report | 0.3458 | 6764 | 35.80
## registers in the layout, indices dropped and copies added (netlist names), 4 cells and up
signal	flops
i1.tone	28
i3.cnt	20
i1.cnt	15
i2.cnt_2	10
i2.cnt_3	10
i1.ramp	7
i2.cnt_1	7
i3.state	4
## power by group through the flow
stage	clock network (mW)	registers, mW	logic, mW
6_report	1.37	1.02	0.0233
4_1_cts	1.40	1.02	0.0256
5_1_grt	1.44	1.02	0.0283
No activity file was given, so power comes from the tool's default toggle rates.
